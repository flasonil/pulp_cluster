==> ./design.v <==
package apu_package;
   parameter FPU                 = 1;
   parameter SHARED_FP           = 1;
   parameter SHARED_DSP_MULT     = SHARED_FP ? 1 : 0;  
   parameter SHARED_INT_DIV      = SHARED_FP ? 0 : 0;  
   parameter SHARED_FP_DIVSQRT = 2;
   parameter SHARED_INT_MULT   = 0;
   parameter NARGS_CPU     = 3;
   parameter WOP_CPU       = 6;
   parameter NUSFLAGS_CPU  = 5;
   parameter NDSFLAGS_CPU  = 15;
   parameter APUTYPE_FP   = (SHARED_FP) ? SHARED_DSP_MULT + SHARED_INT_MULT + SHARED_INT_DIV : 0;
   parameter APU_FLAGS_FP = 2;
   parameter C_APUTYPES   = (SHARED_FP) ? (SHARED_FP_DIVSQRT==1) ? APUTYPE_FP+6 : (SHARED_FP_DIVSQRT==2) ? APUTYPE_FP+5 : APUTYPE_FP+4 : SHARED_DSP_MULT + SHARED_INT_DIV + SHARED_INT_MULT;
   parameter WAPUTYPE     = $clog2(C_APUTYPES);
endpackage
package pulp_cluster_package;
  parameter NB_SPERIPH_PLUGS_EU  =  2;
  parameter NB_MPERIPHS          =  1;
  parameter NB_SPERIPHS          = 10;
  parameter SPER_EOC_ID      = 0;
  parameter SPER_TIMER_ID    = 1;
  parameter SPER_EVENT_U_ID  = 2;
  parameter SPER_HWPE_ID     = 4;
  parameter SPER_ICACHE_CTRL = 5;
  parameter SPER_DMA_CL_ID   = 6;
  parameter SPER_DMA_FC_ID   = 7;
  parameter SPER_DECOMP_ID   = 8; 
  parameter SPER_EXT_ID      = 9;
endpackage
module lockstep_ctrl
#(
 parameter ID_WIDTH = 5
)
(
 input logic clk_i,
 input logic rst_ni,
 input logic [31:0] add_i,
 input logic wen_i,
 input logic [31:0] wdata_i,
 input logic [3:0] be_i,
 input logic [ID_WIDTH-1:0] id_i0,
 input logic [ID_WIDTH-1:0] id_i1,
 input logic [ID_WIDTH-1:0] id_i2,
 input logic [ID_WIDTH-1:0] id_i3,
 input logic [ID_WIDTH-1:0] id_i4,
 input logic [ID_WIDTH-1:0] id_i5,
 input logic [ID_WIDTH-1:0] id_i6,
 input logic [ID_WIDTH-1:0] id_i7,
 input logic req_i0,
 input logic req_i1,
 input logic req_i2,
 input logic req_i3,
 input logic req_i4,
 input logic req_i5,
 input logic req_i6,
 input logic req_i7,
 output logic gnt_o0,
 output logic gnt_o1,
 output logic gnt_o2,
 output logic gnt_o3,
 output logic gnt_o4,
 output logic gnt_o5,
 output logic gnt_o6,
 output logic gnt_o7,
 output logic r_valid_o0,
 output logic r_valid_o1,
 output logic r_valid_o2,
 output logic r_valid_o3,
 output logic r_valid_o4,
 output logic r_valid_o5,
 output logic r_valid_o6,
 output logic r_valid_o7,
 output logic [31:0] r_rdata_o0,
 output logic [31:0] r_rdata_o1,
 output logic [31:0] r_rdata_o2,
 output logic [31:0] r_rdata_o3,
 output logic [31:0] r_rdata_o4,
 output logic [31:0] r_rdata_o5,
 output logic [31:0] r_rdata_o6,
 output logic [31:0] r_rdata_o7,
 output logic [ID_WIDTH-1:0] r_id_o0,
 output logic [ID_WIDTH-1:0] r_id_o1,
 output logic [ID_WIDTH-1:0] r_id_o2,
 output logic [ID_WIDTH-1:0] r_id_o3,
 output logic [ID_WIDTH-1:0] r_id_o4,
 output logic [ID_WIDTH-1:0] r_id_o5,
 output logic [ID_WIDTH-1:0] r_id_o6,
 output logic [ID_WIDTH-1:0] r_id_o7,
 output logic r_opc_o0,
 output logic r_opc_o1,
 output logic r_opc_o2,
 output logic r_opc_o3,
 output logic r_opc_o4,
 output logic r_opc_o5,
 output logic r_opc_o6,
 output logic r_opc_o7,
 output logic lockstep_mode
);
logic [31:0] lockstep_ctrl_reg,lockstep_ctrl;
assign r_opc_o0 = 1'b0;
assign r_opc_o1 = 1'b0;
assign r_opc_o2 = 1'b0;
assign r_opc_o3 = 1'b0;
assign r_opc_o4 = 1'b0;
assign r_opc_o5 = 1'b0;
assign r_opc_o6 = 1'b0;
assign r_opc_o7 = 1'b0;
assign req_i = req_i0&req_i1&req_i2&req_i3&req_i4&req_i5&req_i6&req_i7;
assign lockstep_mode = lockstep_ctrl_reg[0];
enum logic [1:0] {TRANS_IDLE,TRANS_RUN} CS, NS;
always_ff @(posedge clk_i,negedge rst_ni)begin
 if(!rst_ni) CS <= TRANS_IDLE;
 else CS <= NS;
end
always_comb begin
 r_valid_o0 = 1'b0;
 r_valid_o1 = 1'b0;
 r_valid_o2 = 1'b0;
 r_valid_o3 = 1'b0;
 r_valid_o4 = 1'b0;
 r_valid_o5 = 1'b0;
 r_valid_o6 = 1'b0;
 r_valid_o7 = 1'b0;
 gnt_o0 = 1'b1;
 gnt_o1 = 1'b1;
 gnt_o2 = 1'b1;
 gnt_o3 = 1'b1;
 gnt_o4 = 1'b1;
 gnt_o5 = 1'b1;
 gnt_o6 = 1'b1;
 gnt_o7 = 1'b1;
 case (CS)
  TRANS_IDLE:begin
   if(req_i == 1'b1) NS = TRANS_RUN;
   else NS = TRANS_IDLE;
  end
  TRANS_RUN:begin
   r_valid_o0 = 1'b1;
   r_valid_o1 = 1'b1;
   r_valid_o2 = 1'b1;
   r_valid_o3 = 1'b1;
   r_valid_o4 = 1'b1;
   r_valid_o5 = 1'b1;
   r_valid_o6 = 1'b1;
   r_valid_o7 = 1'b1;
   if(req_i == 1'b1) NS = TRANS_RUN;
   else NS = TRANS_IDLE;
  end
  default: NS = TRANS_IDLE;
 endcase
end
always_ff @(posedge clk_i,negedge rst_ni)begin
 if(!rst_ni)begin
  r_id_o0 <= '0;
  r_id_o1 <= '0;
  r_id_o2 <= '0;
  r_id_o3 <= '0;
  r_id_o4 <= '0;
  r_id_o5 <= '0;
  r_id_o6 <= '0;
  r_id_o7 <= '0;
  lockstep_ctrl_reg <= '0;
 end else begin
  r_id_o0 <= id_i0;
  r_id_o1 <= id_i1;
  r_id_o2 <= id_i2;
  r_id_o3 <= id_i3;
  r_id_o4 <= id_i4;
  r_id_o5 <= id_i5;
  r_id_o6 <= id_i6;
  r_id_o7 <= id_i7;
  lockstep_ctrl_reg <= lockstep_ctrl;
 end
end
always_comb begin
 lockstep_ctrl = lockstep_ctrl_reg;
 if(req_i==1 && wen_i==0)
  if(add_i == 32'h10204400)
   lockstep_ctrl = wdata_i;
end
endmodule
==> ./run.sh <==
#!/bin/bash
# OpenROAD 26Q1-2900-gdf79404cd8, Yosys 0.63+post, stock flow scripts
make -C /OpenROAD-flow-scripts/flow DESIGN_CONFIG=/design/flow/config.mk WORK_HOME=/design/flow/orfs finish
==> ./config.mk <==
export PLATFORM = sky130hd
export DESIGN_NAME = lockstep_ctrl
export DESIGN_NICKNAME = lockstep_ctrl
export VERILOG_FILES = /design/flow/design.v
export SDC_FILE = /design/flow/constraint.sdc
export NUM_CORES = 4
export LEC_CHECK = 1
export CORE_AREA = 10 10 175 175
export DIE_AREA = 0 0 185 185
==> ./constraint.sdc <==
current_design lockstep_ctrl

set clk_period 1.5
set clk_io_pct 0.2

create_clock -name clk0 -period $clk_period [get_ports {clk_i}]

set non_clock_inputs [all_inputs -no_clocks]
set_input_delay [expr $clk_period * $clk_io_pct] -clock clk0 $non_clock_inputs
set_output_delay [expr $clk_period * $clk_io_pct] -clock clk0 [all_outputs]
==> deck_impl_summary.md <==
Run Summary

Routing
  – 1st-pass router iterations: 2
  – DR WL/cell: 11.9 um
  – Via count: 1,778
  – Routed wire length: 9790 um
  – Initial drt markers: 21
  – DR vias/cell: 2.17
  – Post-route DRC: 0
  – Routed Antenna Nets: 0

Timing
  – RSZ-0062 raised after global routing: no
  – Final Hold Vio Count: 0
  – Final Max Slew Viols: 0
  – Worst relative slew slack: 44.5%
  – Final period utilization: 96.0%
  – Post-route minimum period: 1.44 ns
  – Worst clock skew: 0 ns
  – Worst-margin pin slew: 0.829 ns
  – Fmax: 694 MHz
  – Setup violations, final: 0
  – Final total negative setup slack: 0 ns

Cells and area
  – Final Util: 15.9%
  – Layout cells sized above 1: 5.88%
  – Most instantiated logic cell after routing: conb_1
  – Non-Filler Instances: 819
  – Area delta synth->final: 30.5%
  – Most frequent cells in the layout: 272 x conb_1, 100 x clkdlybuf4s50_1, 41 x dfrtp_1

Clock network
  – Insertion Delay late pin: 0.28 ns
  – Max clock buf depth: 2
  – Clk pin slew, worst setup/hold paths: 0.06 ns
  – Root Driver: clkbuf_16
  – CTS tree: yes
  – H-tree depth: 2
  – CTS sink count: 42
  – CTS buffer count: 5

Synthesis
  – Yosys stat chip area: 3280 um2
  – YS warnings: 258
  – Distinct lib cells used: 13
  – Synthesized area: 3280 um2
  – Yosys Instances: 339
  – Syn avg cell area: 9.68 um2
  – Post-synth regs: 42
  – Syn Inst Count: 339
  – Area leader share: 63.8%
  – Top cells by area: buf_4 64%, dfrtp_1 32%, nor4b_1 0.80%
  – Register share after synthesis: 32.0%
  – Yosys top cell by area: buf_4

Power
  – Pwr dens: 697 nW/um2
  – Leak: 2.26 nW
  – Max VDD drop: 0.561 mV

Floorplan
  – Chip width: 185 um
  – Die height: 185 um
  – Fp_density: 12.2%
  – Row Count: 60
  – Core area: 26,900 um2
  – I/O pin cnt: 440
  – Total die size: 34,200 um2

Global routing
  – Total gr overflow: 0
  – First-pass GRT wire length: 13,000 um
  – Initial antenna violation count: 4
  – Largest net degree at the start of global routing: 23
  – Vias in the first global route: 2,203
  – Total GRT Usage: 4.87%

Place
  – Placed Cells: 809
  – GP Congestion: 0.763
  – Dpl hpwl: 9200 um
  – Port buffer count: 132

Critical path
  – Crit path launch type: primary input
  – Critical path cell sequence: dlygate4sd2_1 > or4b_4 > nor3_4 > nand4_1 > mux2_4
  – CP bufs+invs: 1
  – Slowest cell on crit path: or4b_4
  – Req. time, crit path: 1.67 ns
  – Top cell family by delay on the critical path: simple AND/OR/NAND/NOR gates
  – Setup CP Type: primary input to register
  – WP data arrival: 1.61 ns
  – CP endpoint kind: register
  – Crit-path max FO: 1
  – CP peak stage delay: 0.52 ns

Status
  – Status: finished, final reports clean

Job
  – Tool Warnings: 61
  – Number of max-cap violations: 0

Hold path
  – Worst min path class: primary input to register
==> power by group <==
part           internal (mW)  switching [mW]  total (mW)
Combinational          0.280           0.135       0.415
Clock                  0.955           0.417        1.37
Sequential              1.19          0.0131        1.20
Total                   2.42           0.565        2.99
==> layout make-up <==
type,instances,area (um2)
sequential,42,1050
tap,341,427
antenna,2,5.00
fill,2975,22600
multi-input combinational,288,1230
clock buffer,5,125
timing repair buffer,138,1380
clock inverter,3,68.8
==> metal layers <==
metal | vias up | track usage (%) | part of all wire (%)
met5 | - | 0 | 0.13
li1 | 765 | - | -
met4 | 2 | 0.553 | 1.3
met3 | 10 | 2.17 | 11
met1 | 800 | 4.98 | 34
met2 | 201 | 9.11 | 53
==> metrics by stage <==
| step | setup slack (ns) | hold slack (ns) | total power, mW | cell area (um2) |
|---|---|---|---|---|
| final | 0.0594 | 0.452 | 2.99 | 4290 |
| after detailed placement | -1.02 | 0.278 | 1.66 | 4000 |
| after global routing | 0.000750 | 0.442 | 3.16 | 4280 |
| after CTS | -0.0330 | 0.442 | 3.06 | 4220 |
| after global placement | -1.55 | 0.278 | 1.66 | 4000 |
| after floorplan | 0.0529 | 0.00441 | 1.72 | 4300 |
==> cell families after synthesis <==
| family | share of synthesized area, % |
|---|---|
| buf+inv | 63.8 |
| mux | 0.343 |
| other cells | 0.229 |
| simple gates | 3.62 |
| flops | 32.0 |
==> cell usage after synthesis <==
library cell  number
and3_1             1
and4_1             1
buf_4            279
conb_1             2
dfrtp_1           42
mux2_1             1
nand4_1            3
nor2_4             1
nor3_1             1
nor3_2             1
nor4_1             3
nor4b_1            3
or4b_4             1
==> repair_timing <==
| action | in CTS | in global routing |
|---|---|---|
| endpoints found under the setup margin | 10 | 5 |
| gates resized | 41 | 18 |
| setup buffers | 1 | 0 |
| pin swaps | 7 | 8 |
| endpoints found under the hold margin | 20 | 0 |
| hold buffers | 2 | 0 |
==> worst paths after layout <==
path	startpoint	endpoint	slack, ns	depth (start not counted)
setup / recovery	add_i[12]	lockstep_ctrl_reg[0]	0.06	5
hold / removal	id_i3[0]	r_id_o3[0]	0.45	1
setup reg to reg	lockstep_ctrl_reg[0]	lockstep_ctrl_reg[0]	0.71	1
hold reg to reg	lockstep_ctrl_reg[0]	lockstep_ctrl_reg[0]	0.58	1
max in group asynchronous	rst_ni	CS[1]	0.28	2
min in group asynchronous	rst_ni	r_id_o7[3]	0.57	3
Power is estimated from default activity; no workload was simulated.
